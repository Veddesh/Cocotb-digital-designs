==> ./run.sh <==
#!/bin/bash
# OpenROAD 26Q1-2900-gdf79404cd8, Yosys 0.63+post, stock flow scripts
make -C /OpenROAD-flow-scripts/flow DESIGN_CONFIG=/design/flow/config.mk WORK_HOME=/design/flow/orfs finish
==> ./design.v <==
 module jk_ff(
    input clk,
    input reset,
    input j,
    input k,
    output reg q
);
    always @(posedge clk or posedge reset) begin
        if (reset)
            q <= 0;
        else begin
            case ({j,k})
                2'b00: q <= q;       
                2'b01: q <= 0;       
                2'b10: q <= 1;       
                2'b11: q <= ~q;      
            endcase
        end
    end
endmodule
module up_counter_4bit_jkff(
    input clk,
    input reset,
    output [3:0] q
);
    wire j0, k0, j1, k1, j2, k2, j3, k3;
    assign j0 = 1'b1;                
    assign k0 = 1'b1;
    assign j1 = q[0];                
    assign k1 = q[0];
    assign j2 = q[0] & q[1];         
    assign k2 = q[0] & q[1];
    assign j3 = q[0] & q[1] & q[2];  
    assign k3 = q[0] & q[1] & q[2];
    jk_ff ff0(.clk(clk), .reset(reset), .j(j0), .k(k0), .q(q[0]));
    jk_ff ff1(.clk(clk), .reset(reset), .j(j1), .k(k1), .q(q[1]));
    jk_ff ff2(.clk(clk), .reset(reset), .j(j2), .k(k2), .q(q[2]));
    jk_ff ff3(.clk(clk), .reset(reset), .j(j3), .k(k3), .q(q[3]));
endmodule
==> ./config.mk <==
export PLATFORM = sky130hd
export DESIGN_NAME = up_counter_4bit_jkff
export DESIGN_NICKNAME = up_counter_4bit_jkff
export VERILOG_FILES = /design/flow/design.v
export SDC_FILE = /design/flow/constraint.sdc
export NUM_CORES = 4
export LEC_CHECK = 1
export CORE_AREA = 10 10 70 70
export DIE_AREA = 0 0 80 80
==> ./constraint.sdc <==
current_design up_counter_4bit_jkff

set clk_period 1.0
set clk_io_pct 0.2

create_clock -name clk0 -period $clk_period [get_ports {clk}]

set non_clock_inputs [all_inputs -no_clocks]
set_input_delay [expr $clk_period * $clk_io_pct] -clock clk0 $non_clock_inputs
set_output_delay [expr $clk_period * $clk_io_pct] -clock clk0 [all_outputs]
==> flow_metrics.env <==
# physical design summary
export IMPL_via_count_of_the_first_global_routing_pass=155
export IMPL_max_cap_violations=0
export IMPL_ys_cells=15
export IMPL_worstHoldPathType="primary input to async pin"
export IMPL_rsz0062_at_grt="no"
export IMPL_r2r_setup_slack_ns=0.10
export IMPL_chipArea_um2=6400
export IMPL_syn_cell_area_um2=173
export IMPL_final_fill_count=404
export IMPL_dr_pass1_iters=2
export IMPL_cts_root_buf="sky130_fd_sc_hd__clkbuf_4"
export IMPL_number_of_buffers_added_on_ports=5
export IMPL_cp_data_required_time_ns=0.80
export IMPL_insertedDiodeCount=0
export IMPL_cp_buffers_inverters=1
export IMPL_synth_area_mux_share_pct=0
export IMPL_maximum_number_of_pins_on_one_net_before_global_route_repair=5
export IMPL_floorplan_rows=21
export IMPL_type_of_the_setup_path_with_the_least_slack="flop to output port"
export IMPL_peakVddDrop_mv=0.169
export IMPL_r2r_start="ff2.q"
export IMPL_globalRouteTotalUtil_pct=1.76
export IMPL_worstMarginPinSlew_ns=0.144
export IMPL_post_route_cells_drive_above_1_share_pct=52.0
export IMPL_routed_via_density=1.83
export IMPL_logic_family="buffers and inverters"
export IMPL_grt_util_met3_pct=3.52
export IMPL_xor_area_share_pct=15.2
export IMPL_finalHoldViolCount=0
export IMPL_final_layout_top_logic_cell="sky130_fd_sc_hd__buf_4"
export IMPL_cp_slowest_stage_delay_ns=0.38
export IMPL_worstPathArrival_ns=0.75
export IMPL_total_leakage_power_uw=0.000148
export IMPL_synthSimpleGateAreaFrac_pct=5.07
export IMPL_tightest_slew_margin_relative_to_the_limit_pct=90.4
export IMPL_cts_tree="built"
export IMPL_rd_place_congestion=0.624
export IMPL_crit_slowest_cell="sky130_fd_sc_hd__dfrtp_1"
export IMPL_worst_setup_path_end_kind="output port"
export IMPL_fp_util_pct=5.05
export IMPL_synthToLayoutAreaGrowth_pct=72.5
export IMPL_area_sequential_um2=100
export IMPL_worst_setup_hold_path_clk_slew_ns=0.04
export IMPL_bufs_on_longest_clock_path=2
export IMPL_globalRouteMet2Util_pct=1.61
export IMPL_num_vias=130
export IMPL_yosys_stat_chipArea_um2=173
export IMPL_synth_flop_count=4
export IMPL_timing_critical_path_from="ff0.q"
export IMPL_multiInputGateArea_um2=35.0
export IMPL_grtUsageMet1_pct=1.47
export IMPL_fmaxAchievable_ghz=1.06
export IMPL_post_layout_nonfiller_instances=71
export IMPL_global_routing_s_busiest_layer="met3"
export IMPL_top_level_ports=6
export IMPL_path_cells="buf_2"
export IMPL_finalMaxSlewViolations=0
export IMPL_outcome="finished clean"
export IMPL_p_total_uw=368
export IMPL_numPlacedInstances=64
export IMPL_synth_yosys_warnings=1
export IMPL_critPathLaunchType="flop"
export IMPL_routed_wire_length_per_instance_um=6.37
export IMPL_layout_cells_most_common_list="sky130_fd_sc_hd__buf_4 (6), sky130_fd_sc_hd__dfrtp_1 (4), sky130_fd_sc_hd__clkbuf_4 (3)"
export IMPL_numCtsBuffers=3
export IMPL_synthDistinctLibCells=7
export IMPL_per_instance_average_area_after_synthesis_um2=11.5
export IMPL_path_delay_family="flip-flops"
export IMPL_worst_skew_pair_late_latency_ns=0.23
export IMPL_post_route_drc_count=0
export IMPL_synth_area_in_adders_pct=0
export IMPL_setup_violators_final=0
export IMPL_synthesis_instances=15
export IMPL_log_warning_count=25
export IMPL_cts_sinks=4
export IMPL_die_h_um=80
export IMPL_wire_length_of_the_first_global_routing_pass_um=752
export IMPL_grt_remaining_overflow=0
export IMPL_post_dp_hpwl_um=303
export IMPL_die_width_um=80
export IMPL_critical_path_peak_fanout=2
export IMPL_route_final_wire_length_um=452
export IMPL_worst_clock_skew_ns=0.00353
export IMPL_final_period_utilization_pct=94.6
export IMPL_placeableCoreArea_um2=3420
export IMPL_p_per_area_nw_per_um2=1240
export IMPL_yosysSeqAreaShare_pct=58.0
export IMPL_layout_min_cycle_time_ns=0.946
export IMPL_first_iter_violations=10
export IMPL_cts_htree_levels=1
export IMPL_drtAntennaViolNets=0
export IMPL_post_synth_ao_oa_area_fraction_pct=0
export IMPL_antenna_found_initial=0
## power breakdown
| group | internal [uW] | total (uW) | leakage [uW] | switching [uW] |
|---|---|---|---|---|
| logic | 3.65 | 6.85 | 0.0000774 | 3.20 |
| clock network | 134 | 198 | 0.0000138 | 64.1 |
| registers | 163 | 163 | 0.0000566 | 0 |
| total | 301 | 368 | 0.000148 | 67.3 |
## worst paths after layout
| path | to | cells past startpoint |
|---|---|---|
| max reg2reg | ff3.q | 4 |
| min | ff3.q | 2 |
| max | q[0] | 1 |
| min in group clk0 | ff0.q | 2 |
| max in group asynchronous | ff1.q | 2 |
| min reg2reg | ff0.q | 2 |
## sequential cells by signal, summed over array words and instances (netlist names)
signal and cells:
ff3.q 1, ff0.q 1, ff1.q 1, ff2.q 1
## cells in the mapped netlist (all sizes together)
cell type	count	area share, %
buf	4	17
dfrtp	4	58
inv	2	4.3
nand2	1	2.2
nand3	1	2.9
xnor2	2	10
xor2	1	5.1
## metal layers
layer / up-vias / share of wire (%)
li1: 60 / -
met4: 0 / 0
met2: 8 / 27
met1: 62 / 41
met3: 0 / 32
met5: - / 0
## final cells by class
cell class                 instances  area share, %
clock buffer                       3           7.56
tap                               46           19.3
multi-input combinational          5           11.8
inverter                           2           2.52
sequential                         4           33.6
timing repair buffer              11           25.2
## kinds of logic (layout without fill, tap and decap cells)
family / after synthesis / in the layout
AND/OR/NAND/NOR: 2 / 2
buffers and inverters: 6 / 16
XOR/XNOR: 3 / 3
flip-flops: 4 / 4
## per-stage QoR
stage / area [um^2] / setup WS, ns / hold WS, ns / setup TNS [ns] / util (%)
3_5_place_dp: 265 / -0.125 / 0.390 / -0.232 / 7.77
3_3_place_gp: 265 / -0.123 / 0.394 / -0.224 / 7.77
4_1_cts: 308 / 0.00832 / 0.144 / 0 / 9.01
5_1_grt: 298 / 0.0106 / 0.168 / 0 / 8.72
2_1_floorplan: 173 / 0.276 / -0.0339 / 0 / -
6_report: 298 / 0.0543 / 0.146 / 0 / 8.72
## timing repair
item / CTS / global route
resized: 11 / 2
pin swaps: 0 / 0
hold buffers: 0 / 0
setup buffers: 4 / 0
setup endpoints to repair: 4 / 2
Power figures rest on the tool's default switching activity, not on a simulated workload.
