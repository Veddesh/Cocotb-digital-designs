## ./constraint.sdc

```tcl
current_design adder

set clk_period 3.2
set clk_io_pct 0.2

create_clock -name clk0 -period $clk_period

set non_clock_inputs [all_inputs -no_clocks]
set_input_delay [expr $clk_period * $clk_io_pct] -clock clk0 $non_clock_inputs
set_output_delay [expr $clk_period * $clk_io_pct] -clock clk0 [all_outputs]
```

## ./config.mk

```make
export PLATFORM = sky130hd
export DESIGN_NAME = adder
export DESIGN_NICKNAME = adder
export VERILOG_FILES = /design/flow/design.v
export SDC_FILE = /design/flow/constraint.sdc
export NUM_CORES = 4
export LEC_CHECK = 1
export CORE_AREA = 10 10 70 70
export DIE_AREA = 0 0 80 80
```

## ./run.sh

```bash
#!/bin/bash
# OpenROAD 26Q1-2900-gdf79404cd8, Yosys 0.63+post, stock flow scripts
make -C /OpenROAD-flow-scripts/flow DESIGN_CONFIG=/design/flow/config.mk WORK_HOME=/design/flow/orfs finish
```

## ./design.v

```verilog
module adder (
    input  logic [3:0] a,
    input  logic [3:0] b,
    output logic [4:0] sum
);
    assign sum = a + b;
endmodule
```

==> notes.md <==
Notes on the physical design

Counting the fill cells in the layout gives slightly above 400. The clock share of power is 0%. The average instance in the mapped netlist occupies 8.52 sq um. The timing-limited maximum frequency is between 0.3 and 0.4 GHz. Pins over their slew limit in the final report were tallied at 0. The worst setup path is captured at an output pin. The cell total in the yosys stat output is 16.

The run finished with clean final reports. Leaving out filler cells and counting taps, the final layout contains around 76. Per the detail_route report, vias per standard cell equal around 2.1. Note that the worst hold path type here is in2out. The ratio of cells with drive above 1 in the final layout is about an eighth. The total I/O pin count is 13.

The aoi/oai-family share of the synthesized area is between 15 and 20%. The sequential share of the synthesized area is 0%. The power per cell area is approximately 150 mW/mm^2.

The final timing summary puts the cycle share of the worst path at 95.8%. The count of nets left with antenna violations once routing finished came out at 0. Looking at the power breakdown, sequential logic takes 0% of the total. The internal power contribution is around 35 uW.

The number of rows created at floorplan is 21. In the routed design, unresolved DRC markers number 0. Per the breakdown, switching nets consume 29.0% of all power. The highest-count logic cell in the final layout is clkdlybuf4s50_1. The area of the core is around 0.0034 sq mm. Looking at the VDD voltage map, the peak drop is 0.0181 mV. The area reported by Yosys stat is approximately 140 sq um.

The mapped netlist covers 136 sq um. The quantity of I/O buffers inserted on ports is 13. At the end of routability-driven placement, the weighted congestion stood at roughly 0.75. The final critical-path required period is slightly above 3 ns. The logs give a warning total of 32. Of the combinational cells, the family taking the most area is adder cells. STA lists the startpoint of the worst hold path as a[0]. The final number of setup-violating endpoints is 0.

The antenna diode count is 0. The global route stage reports its total congestion overflow as 0. The combinational cell fraction of total power is 100.0%. The post-synthesis share of cell area spent on and, or, nand and nor gates is roughly 9.2%. The required time of the critical path is between 2 and 3 ns. The die area is approximately 0.0064 sq mm. Listed in order, past its start point the critical path passes clkdlybuf4s50_1, ha_2, inv_1, fa_2, nor2b_1, o21ai_1, nand2b_1, clkdlybuf4s50_1.

The wire length of the first global-routing pass is approximately 900 um. The worst setup path category is in2out. The sequential cell count is 0. The sink of the worst hold path is sum[0]. The average wire per standard cell is between 7 and 8 um. Setup repair after global routing left no endpoint under its margin. Yosys reports the multiplexer fraction of the synthesized area as 0%. The starting density of the core is 3.99%.

The adder-cell share of the synthesized area is 51.4%. The number of iterations in the first detailed-routing pass is 2. The number of antenna violations at the first check in global routing was 0. The number of maximum-capacitance violations recorded for the run is 0. The maximum single-stage delay on the critical path is a little under 0.5 ns. The completed layout was analyzed and its total power is 49.2 uW.

The clock buffer instance count of the final layout is 0. The count of unique library cells instantiated by Yosys is 9. The slew check shows that the tightest pin keeps a relative margin of approximately 90%. The worst setup path is launched from an input pin. The number of placed instances with taps included is about 75. The leakage power in the latest report is between 0.0001 and 0.00015 uW. The number of global-route vias before repair is about 170. The report gives the cell count of the worst hold path as 3. Summed over all layers, the routed wires come to roughly 560 um. The area used by sequential logic in the layout is 0 sq um. The power report puts the net switching power at between 10 and 15 uW. Per the detail_route report, the via count comes to 159.

In this run, the number of DRC markers left after iteration 0 of detailed routing was 1. The global routing usage summed across all routing layers is under 10%. The pin count of the biggest net entering global routing is 4.

The critical path maximum fanout is 2. The final hold violation count recorded for this run is 0. Per the synthesis report, the XOR/XNOR share of the synthesized area is between 10% and 20%. Looking at the max-slew report, the worst-margin pin has a slew of 0.137 ns. In the layout the commonest cells are 13 x clkdlybuf4s50_1, 4 x inv_1, 3 x ha_1. In the synthesized netlist, the number of instances is 16. The yosys synthesis warning count is 0.

In the final timing run, aggregate negative setup slack is 0 ns. For this design, the slowest cell found on the critical path is clkdlybuf4s50_1. The die boundary width is approximately 80 um. The critical path data arrival time is ~2.4 ns. The area added between synthesis and finish is 147%. The y dimension of the die is approximately 80 um.

By instance count, the cell type seen most on the critical path is clkdlybuf4s50_1.
synth_stat cells:
cell      instances  share of area, %
inv_1             4                11
ha_1              4                37
nor2b_1           1               4.6
a21oi_2           1               6.4
fa_1              1                15
nand2b_1          1               4.6
a21o_1            1               5.5
o21ai_0           1               3.7
xnor2_1           2                13
layer usage:
layer | track usage, % | up-vias | wire length (um)
met5 | 0 | - | 0
met4 | 0 | 0 | 0
met3 | 1.14 | 0 | 98
met2 | 2.17 | 11 | 186
met1 | 2.51 | 69 | 271
li1 | - | 79 | -
logic make-up (layout without fill, tap and decap cells):
group / Yosys count / in the layout
fa+ha+maj: 5 / 5
buf+inv: 4 / 18
compound gates: 3 / 3
xor+xnor: 2 / 2
simple gates: 2 / 2
repair_timing:
action / in CTS / in global routing
gates resized: 0 / 3
buffers inserted: 0 / 1
endpoints found under the setup margin: 0 / 1
hold buffers: 0 / 0
power by group through the flow:
stage         registers (uW)  clock network (uW)  logic (uW)
finish                     0                   0        49.2
global route               0                   0        56.1
CTS                        0                   0        48.9
worst max-delay path, delay by kind of cell:
family	cells	cell delay, ns
adder cells (fa/ha/maj)	2	0.52
buffers and inverters	3	1.01
AND-OR/OR-AND	1	0.07
AND/OR/NAND/NOR	2	0.19
worst max path at each step:
stage | slack (ns) | start | end | cells after the start
5_1_grt | 0.002 | b[0] | sum[4] | 8
6_report | 0.13 | b[0] | sum[4] | 8
4_1_cts | 0.06 | b[0] | sum[4] | 8
area by class of cell:
cell class / count / area, sq um / area share (%)
timing repair buffer: 14 / 138 / 40.9
tap: 46 / 57.6 / 17.1
multi-input combinational: 12 / 126 / 37.5
inverter: 4 / 15.0 / 4.46
through the flow:
stage	utilization, %	hold WS, ns	worst slack, ns	area (sq um)
4_1_cts	9.49	2.39	0.0554	324
3_5_place_dp	9.49	2.38	0.0614	324
3_3_place_gp	9.49	2.36	0.0514	324
6_report	9.85	2.36	0.133	337
5_1_grt	9.85	2.41	0.00236	337
2_1_floorplan	-	1.35	1.13	136
Power is estimated from default activity; no workload was simulated.
